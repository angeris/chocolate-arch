## ./design.v

```verilog
module top(
    input wire clk,  
    output wire pin_d5,
    output wire pin_d1,
    output wire pin_d2,
    output wire pin_d3,
    output wire pin_d4
);
    reg led_on = 0;
    reg [1:0] curr_led = 0;
    reg [24:0] curr_time;  
    assign pin_d5 = curr_time[23];
    always @(posedge clk)
        curr_time <= curr_time + 1;
    always @(posedge curr_time[23])
        curr_led <= curr_led + 1;
    assign pin_d1 = (curr_led == 0);
    assign pin_d2 = (curr_led == 1);
    assign pin_d3 = (curr_led == 2);
    assign pin_d4 = (curr_led == 3);
endmodule
```

## ./run.sh

```bash
#!/bin/bash
# OpenROAD 26Q1-2900-gdf79404cd8, Yosys 0.63+post, stock flow scripts
make -C /OpenROAD-flow-scripts/flow DESIGN_CONFIG=/design/flow/config.mk WORK_HOME=/design/flow/orfs finish
```

## ./config.mk

```make
export PLATFORM = sky130hd
export DESIGN_NAME = top
export DESIGN_NICKNAME = top
export VERILOG_FILES = /design/flow/design.v
export SDC_FILE = /design/flow/constraint.sdc
export NUM_CORES = 4
export LEC_CHECK = 1
export CORE_AREA = 10 10 104 104
export DIE_AREA = 0 0 114 114
```

## ./constraint.sdc

```tcl
current_design top

set clk_period 4.0
set clk_io_pct 0.2

create_clock -name clk0 -period $clk_period [get_ports {clk}]

set non_clock_inputs [all_inputs -no_clocks]
set_input_delay [expr $clk_period * $clk_io_pct] -clock clk0 $non_clock_inputs
set_output_delay [expr $clk_period * $clk_io_pct] -clock clk0 [all_outputs]
```

==> out/summary.json <==
{
  "io_buffer_count": {"value": 5},
  "static-leakage-power": {"value": 0.000419, "unit": "uW"},
  "setup_viol_count_final": {"value": 0},
  "fillerInstances": {"value": 986},
  "grt_max_degree": {"value": 14},
  "drt_first_iter_violations": {"value": 39},
  "fp_util": {"value": 0.117},
  "critical_path.reg2reg.startpoint": {"value": "curr_time[4]"},
  "worstSetupStartpoint": {"value": "curr_time[23]"},
  "holdWs": {"value": 418, "unit": "ps"},
  "netlist_instances": {"value": 94},
  "power.density_cell_area": {"value": 320, "unit": "nW/um^2"},
  "max_cap_viol_count": {"value": 0},
  "boundaryPins": {"value": 6},
  "floorplan.core_area": {"value": 8680, "unit": "um^2"},
  "chain_of_cells_forming_the_critical_path": {"value": "clkdlybuf4s50_1"},
  "crit_path_end": {"value": "pin_d5"},
  "track_usage": {"value": 0.0242},
  "holdBufCountCts": {"value": 0},
  "placement_rows": {"value": 34},
  "timing.hold.worst.start": {"value": "curr_time[0]"},
  "critPathRequiredTime": {"value": 3200, "unit": "ps"},
  "layout_min_cycle_time": {"value": 1930, "unit": "ps"},
  "synth_flop_count": {"value": 26},
  "critPathSlowestCell": {"value": "sky130_fd_sc_hd__clkdlybuf4s50_1"},
  "critical-path-max-stage-delay": {"value": 480, "unit": "ps"},
  "synth.lib_cells_used.distinct": {"value": 16},
  "wirelength": {"value": 1430, "unit": "um"},
  "worstSkewPairLatency": {"value": 260, "unit": "ps"},
  "synth.yosys.num_cells": {"value": 94},
  "crit_type": {"value": "reg2out"},
  "yosys_warnings": {"value": 1},
  "dr.pass1.iters": {"value": 4},
  "die_area": {"value": 13000, "unit": "um^2"},
  "slew_headroom": {"value": 0.867},
  "clk_transition_reported_paths": {"value": 80, "unit": "ps"},
  "outcome": {"value": "complete, no violations"},
  "clock_tree_skew_after_final_layout": {"value": 1.42, "unit": "ps"},
  "finalClockPeriodUsage": {"value": 0.483},
  "synth-area-yosys": {"value": 1020, "unit": "um^2"},
  "timing.hold.worst.class": {"value": "reg2reg"},
  "flow.area_growth_from_synthesis": {"value": 23.6, "unit": "%"},
  "die_width": {"value": 114, "unit": "um"},
  "viasPerCell": {"value": 2.97},
  "first_global_vias": {"value": 626},
  "antenna_left": {"value": 0},
  "max_clock_freq": {"value": 0.518, "unit": "GHz"},
  "reg2reg_slack": {"value": 2670, "unit": "ps"},
  "worstSetupStartpointType": {"value": "flop"},
  "cts_tree": {"value": "built"},
  "mappedNetlistArea": {"value": 1020, "unit": "um^2"},
  "antenna_found_initial": {"value": 0},
  "wire_per_inst": {"value": 6.78, "unit": "um"},
  "global_route_wire_length_before_repair": {"value": 2730, "unit": "um"},
  "hpwl": {"value": 1090, "unit": "um"},
  "path_delay_family": {"value": "buffers and inverters"},
  "cts-buffers-inserted": {"value": 3},
  "number_of_unconstrained_endpoints": {"value": 6},
  "max-clock-path-buffers": {"value": 2},
  "fp.dieH": {"value": 114, "unit": "um"},
  "remaining_global_route_overflow": {"value": 0},
  "average_cell_area_after_synthesis": {"value": 10.8, "unit": "um^2"},
  "number_of_register_pins_that_no_clock_reaches": {"value": 2},
  "routabilityCongestion": {"value": 0.691},
  "peakVddDrop": {"value": 0.167, "unit": "mV"},
  "final_layout_top_logic_cell": {"value": "sky130_fd_sc_hd__dfxtp_1"},
  "cts_root_buf": {"value": "sky130_fd_sc_hd__clkbuf_8"},
  "layout_top_cells_excl_fill_tap": {"value": "26 x sky130_fd_sc_hd__dfxtp_1, 16 x sky130_fd_sc_hd__xnor2_1, 7 x sky130_fd_sc_hd__nand4_1, 7 x sky130_fd_sc_hd__nand2_1"},
  "total_count_of_hold_check_failures_in_the_final_report": {"value": 0},
  "drive_gt1_frac": {"value": 0.0971},
  "drc_errors": {"value": 0},
  "setup_tns": {"value": 0, "unit": "ps"},
  "grt_setup_unrepaired": {"value": "no"},
  "postLayoutCoreUtil": {"value": 0.145},
  "cts-resized-gates": {"value": 0},
  "worst_r2r_path_depth": {"value": 4},
  "timing.rr.end": {"value": "curr_time[12]"},
  "worstSetupEndpointType": {"value": "primary output"},
  "routed-via-count": {"value": 626},
  "cts.htree.levels": {"value": 1},
  "n_antenna_cell": {"value": 0},
  "worst-path-stages": {"value": 1},
  "seq_area_frac_synth": {"value": 0.512},
  "critical_path.n_buffers_inverters": {"value": 1},
  "warning_count": {"value": 28},
  "worst_slew_pin_slew": {"value": 198, "unit": "ps"},
  "critPathMaxFanout": {"value": 4},
  "cts_post_setup_buffers_inserted": {"value": 0},
  "final_max_slew_viol_count": {"value": 0},
  "worst-endpoint-arrival": {"value": 1130, "unit": "ps"}
}
worst min path at each step:
stage	endpoint	slack (ps)	depth (start not counted)
after CTS	curr_time[0]	420	1
after global routing	curr_time[0]	430	1
final	curr_time[0]	420	1
logic make-up after synthesis:
kind of cell / count (synthesis) / synth area share
xor gates and xnor gates: 22 / 0.189
adders and majority gates: 5 / 0.0615
buffers and inverters: 4 / 0.0148
DFF: 26 / 0.512
and+or+nand+nor: 37 / 0.223
layout make-up:
| class | count | area (um^2) | area share |
|---|---|---|---|
| flip-flops and latches | 26 | 520 | 0.414 |
| well taps | 108 | 135 | 0.107 |
| multi-input cells | 64 | 482 | 0.383 |
| repair buffers | 5 | 50.0 | 0.0398 |
| clock buffers | 4 | 55.1 | 0.0438 |
| inverters | 4 | 15.0 | 0.0119 |
layer usage:
layer | share of wire | wire [um] | global-route usage | up-vias
met5 | 0 | 0 | 0 | -
met4 | 0 | 0 | 0.000835 | 0
met3 | 0.074 | 106 | 0.0133 | 0
met2 | 0.37 | 528 | 0.0330 | 8
met1 | 0.56 | 794 | 0.0345 | 281
li1 | - | - | - | 337
power by group:
group          internal, uW  switching [uW]  total [uW]
Sequential              239               0         239
Clock                  87.8            75.4         163
Combinational             0               0    0.000181
sequential cells by signal, indices dropped and copies added, names as in the netlist:
register / count
curr_time: 24
curr_led: 2
through the flow:
stage	cell area [um^2]	total power (uW)	worst slack [ps]	cells
CTS	1260	407	2040	211
floorplan	1020	244	2770	94
finish	1260	402	2070	211
detailed placement	1200	244	2340	207
global route	1260	421	1980	211
global placement	1200	244	2360	207
synthesized netlist by cell type:
| master | n | area share |
|---|---|---|
| sky130_fd_sc_hd__dfxtp_1 | 26 | 0.51 |
| sky130_fd_sc_hd__xnor2_1 | 16 | 0.14 |
| sky130_fd_sc_hd__nand2_1 | 7 | 0.026 |
| sky130_fd_sc_hd__nand4_1 | 7 | 0.043 |
| sky130_fd_sc_hd__nand3_1 | 6 | 0.030 |
| sky130_fd_sc_hd__xor2_1 | 6 | 0.052 |
| sky130_fd_sc_hd__ha_1 | 5 | 0.062 |
| sky130_fd_sc_hd__inv_1 | 4 | 0.015 |
| sky130_fd_sc_hd__nor2_1 | 3 | 0.011 |
| sky130_fd_sc_hd__and2_1 | 2 | 0.012 |
| sky130_fd_sc_hd__and3_1 | 2 | 0.012 |
| sky130_fd_sc_hd__and4_1 | 2 | 0.017 |
| sky130_fd_sc_hd__and4_4 | 2 | 0.022 |
| sky130_fd_sc_hd__nand3_2 | 2 | 0.020 |
| sky130_fd_sc_hd__nor3_1 | 2 | 0.0098 |
| sky130_fd_sc_hd__nor3_2 | 2 | 0.020 |
Power and IR drop assume default switching activity.
